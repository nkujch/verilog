<file path="flow/config.mk">
export PLATFORM = sky130hd
export DESIGN_NAME = m_clk_baud
export DESIGN_NICKNAME = m_clk_baud
export VERILOG_FILES = /design/flow/design.v
export SDC_FILE = /design/flow/constraint.sdc
export NUM_CORES = 4
export LEC_CHECK = 1
export CORE_AREA = 10 10 84 84
export DIE_AREA = 0 0 94 94
</file>
<file path="flow/constraint.sdc">
current_design m_clk_baud

set clk_period 2.7
set clk_io_pct 0.2

create_clock -name clk0 -period $clk_period [get_ports {clk}]

set non_clock_inputs [all_inputs -no_clocks]
set_input_delay [expr $clk_period * $clk_io_pct] -clock clk0 $non_clock_inputs
set_output_delay [expr $clk_period * $clk_io_pct] -clock clk0 [all_outputs]
</file>
<file path="flow/design.v">
`timescale 1ns/1ns
module m_clk_baud(
	clk,
	reset_n,
	baudrate_set,
	clk_tx_16baudrate,
    clk_rx_16baudrate);
	input clk;
	input reset_n;
	input [2:0] baudrate_set;
	output clk_tx_16baudrate;
    output clk_rx_16baudrate;
    reg [13:0] clks_16baudrate; 
	always @ (baudrate_set) begin
		case(baudrate_set)
			3'd0: clks_16baudrate <= 14'd10_417;
			3'd1: clks_16baudrate <= 14'd2_604;
			3'd2: clks_16baudrate <= 14'd1_302;
			3'd3: clks_16baudrate <= 14'd326;
			3'd4: clks_16baudrate <= 14'd163;
			3'd5: clks_16baudrate <= 14'd27;
			default: clks_16baudrate <= 14'd326;
		endcase
	end
    reg [14:0] clks_count;
	always @ (posedge clk or negedge reset_n) begin
		if(!reset_n)
			clks_count <= 14'd0;        
		else if(clks_count<clks_16baudrate-1)  
			clks_count <= clks_count + 1'b1;  
        else                       
			clks_count <= 14'd0;
	end
    reg reg_clk_tx_16baudrate;
	always @ (*) begin
		if(clks_count==14'd1)
			reg_clk_tx_16baudrate <= 1'b1;
		else
			reg_clk_tx_16baudrate <= 1'b0;			
	end	
    reg reg_clk_rx_16baudrate;
	always @ (*) begin
		if(clks_count==14'd0)
			reg_clk_rx_16baudrate <= 1'b0;
		else
			reg_clk_rx_16baudrate <= 1'b1;			
	end
    assign clk_tx_16baudrate = reg_clk_tx_16baudrate;
    assign clk_rx_16baudrate = reg_clk_rx_16baudrate;
endmodule
</file>
<file path="flow/run.sh">
#!/bin/bash
# OpenROAD 26Q1-2900-gdf79404cd8, Yosys 0.63+post, stock flow scripts
make -C /OpenROAD-flow-scripts/flow DESIGN_CONFIG=/design/flow/config.mk WORK_HOME=/design/flow/orfs finish
</file>
==> datasheet_impl.txt <==
Implementation parameters

Parameter                              Value

Global route
  Number of antenna violations at the first check in global routing    0
  Number of global-route vias before repair    930
  Remaining Overflow, GRT    0
  Global-route wire length before repair    4291 µm
  Largest net degree at the start of global routing    16
  Overall Global Routing Usage    0.05887

Synthesis
  Gate count after technology mapping    131
  Main area contributors    sky130_fd_sc_hd__dfrtp_1 32%, sky130_fd_sc_hd__ha_1 18%, sky130_fd_sc_hd__nor2_1 6.8%
  Synthesis area per yosys    1157 µm²
  Avg Inst Size Synth    8.835 µm²
  Leading post-synthesis cells by instance count    21 x sky130_fd_sc_hd__nor2_1, 17 x sky130_fd_sc_hd__ha_1, 15 x sky130_fd_sc_hd__dfrtp_1, 13 x sky130_fd_sc_hd__nand2_1, 9 x sky130_fd_sc_hd__xor2_1
  Number of flip-flops and latches in the synthesized netlist    15
  Top-area cell share    0.3243
  Fraction of registers with async set/reset    1.000
  Ys cells    131
  Sequential cell area fraction in the yosys report    0.3243
  Flip-flops with a built-in enable    0
  Cell type with the largest total area after synthesis    sky130_fd_sc_hd__dfrtp_1
  Post-synthesis instance area    1157 µm²
  Leading cell type by number of instances after synthesis    sky130_fd_sc_hd__nor2_1
  Tally of unique sky130hd cells used after synthesis    33
  Yosys warns    1
  Main synth FF type    sky130_fd_sc_hd__dfrtp_1

Critical path
  CP Cell Sequence    or4_4 -> nor3_4 -> nand4_1 -> clkdlybuf4s50_1
  Master of the slowest instance on the critical path    sky130_fd_sc_hd__or4_4
  Worst path bufs/invs    1
  Cell type group with the largest total delay on the critical path    simple AND/OR/NAND/NOR gates
  Delay of the slowest critical-path stage    0.55 ns
  WP data arrival    1.99 ns
  Required arrival time at the worst endpoint    2.16 ns
  Crit path max fanout    4
  Startpoint types    flip-flop
  Endpoint kind of the worst setup timing path    primary output
  Type of the worst setup path    flip-flop to primary output

Clock network
  Clk buf depth    2
  Clock H-tree levels    1
  Post-CTS clock slew at the launch and capture registers of the worst setup and hold paths    0.06 ns
  Clock root buffer    sky130_fd_sc_hd__clkbuf_8
  Clock latency on the worst-skew pair    0.25 ns
  Hold bufs inserted after CTS    0
  Number of buffers created by CTS    3
  TritonCTS clock tree    done
  TritonCTS Sinks    15

STA
  Count of final max-slew check failures    0
  Setup clock skew after layout    0.002179 ns
  Number of setup violations in the final report    0
  Final TNS setup    0 ns
  Post-layout minimum cycle time    2.525 ns
  Unrepaired setup endpoints after global routing    no
  Setup slack after layout    0.1745 ns
  Post-Route Hold Slack    0.5981 ns
  Slew @ Worst Pin    0.6800 ns
  Number of hold violations in the final report    0
  Fmax    396.0 MHz
  Headroom to the max-slew limit    0.5452
  Post-layout period usage of the worst path    0.9354

Power
  Net switching power    385.7 µW
  Internal power    595.1 µW
  Static Leakage    0.7498 nW
  Worst supply voltage drop on vdd    0.2917 mV
  Sequential share of power    0.404
  Part of the power in the clock network    0.184
  Switching share of total power    0.3933
  Pwr dens    631.7 nW/µm²
  Share of total power in combinational logic    0.413

Route
  Residual DRC    0
  Antenna diodes    0
  Met2 routed wirelength    1002 µm
  Number of vias after detailed routing    1001
  Post-DRT Antenna Nets    0
  Number of DRC violations after detailed-routing iteration 0    56
  Routed length on met1    1333 µm
  Met3 wire len    143 µm
  First-pass iteration count of the detailed router    4
  Average detailed-routed wire length per instance    11.24 µm
  Top routing layer in use    met4
  Final wirelength    2528 µm
  Vias per inst    4.449

Place
  Buffers added on ports    6
  Routability cong.    0.7354
  Worst setup timing slack at the placement stage    -0.3579 ns
  Area of placed instances    1370 µm²
  Detailed-placement wirelength estimate    1846 µm

Run
  Max capacitance violation total    0
  Total tool warning count    27

Die
  Starting density of the core    0.2224
  Count of standard-cell rows    26
  Area of the core    5205 µm²
  Die Ht    94 µm
  Overall die area    8836 µm²
  Chip Width    94 µm
  Number of top-level design ports    7

Layout
  Synth-to-Final Area Change    34.16%
  Number of fill cells in the layout    531
  Biggest regs    clks_count: 15 flops
  Number of flip-flops under the largest register name    15
  Utilization after layout    0.2983
  Register with the most flip-flops    clks_count
  Area of all placed cells without fillers    1553 µm²
  Share of post-route cells with drive strength above 1    0.2774

Hold path
  HP Class    flip-flop to flip-flop

Run status
  Result of the run    finished, final reports clean
## worst reg2reg max path: stages, from the launching register on
cell and delay [ns]:
sky130_fd_sc_hd__dfrtp_1 0.44, sky130_fd_sc_hd__ha_1 0.33, sky130_fd_sc_hd__a21o_2 0.22, sky130_fd_sc_hd__a221o_1 0.30, sky130_fd_sc_hd__a211oi_2 0.24, sky130_fd_sc_hd__o21ai_2 0.11, sky130_fd_sc_hd__buf_6 0.16, sky130_fd_sc_hd__nor2_1 0.10
## power by group through the flow
| stage | combinational [mW] | sequential (mW) | clock, mW |
|---|---|---|---|
| 6_report | 0.405 | 0.396 | 0.180 |
| 5_1_grt | 0.464 | 0.409 | 0.199 |
| 4_1_cts | 0.380 | 0.388 | 0.185 |
## routing by layer
layer,GRT usage,vias to the layer above
met5,0,-
met4,0.008861,0
met3,0.01696,5
met2,0.08122,15
met1,0.08966,476
li1,-,505
## repair_timing
item	4_1_cts	5_1_grt
resized	6	21
endpoints found under the setup margin	16	16
buffers inserted	0	6
pin swaps	1	10
## per-stage QoR
stage,power [mW],std cells
finish,0.9808,225
global route,1.072,225
floorplan,0.6257,131
CTS,0.9530,219
detailed placement,0.7539,215
global placement,0.7630,215
## cells in the final DEF (no fill, tap or decap), drive strengths merged
cell,instances
nor2,21
ha,17
buf,17
dfrtp,15
nand2,13
xor2,9
nand3,6
nor3,6
inv,5
xnor2,4
dlymetal6s2s,4
o21ai,4
clkbuf,4
a21oi,3
nand4,3
a211oi,3
and3,3
or3,2
and4,2
clkdlybuf4s50,2
or2,2
nor2b,1
nand3b,1
o211a,1
a221oi,1
a21o,1
a221o,1
or4,1
nor4,1
a41oi,1
conb,1
## final cells by class
class                   count  area [µm²]  share of cell area
repair buffers             23       209.0              0.1346
clock buffers               4       45.04             0.02901
multi-input cells         108       815.8              0.5254
well taps                  70       87.58             0.05641
inverters                   5       18.77             0.01209
flip-flops and latches     15       376.6              0.2425
## cell families (layout without fill, tap and decap cells)
kind of cell,count (synthesis),in the layout,synth area share
AND-OR/OR-AND,15,15,0.09729
AND/OR/NAND/NOR,62,62,0.2595
XOR/XNOR,13,13,0.09838
flip-flops,15,15,0.3243
adder cells (fa/ha/maj),17,17,0.1838
other,1,1,0.003240
buffers and inverters,8,32,0.03351
## worst paths after layout
| path | from | to | slack [ns] | depth (start not counted) |
|---|---|---|---|---|
| max | clks_count[11]$_DFF_PN0_ | clk_rx_16baudrate | 0.17 | 4 |
| min | clks_count[12]$_DFF_PN0_ | clks_count[12]$_DFF_PN0_ | 0.60 | 2 |
| max reg2reg | clks_count[6]$_DFF_PN0_ | clks_count[6]$_DFF_PN0_ | 0.74 | 7 |
| min reg2reg | clks_count[12]$_DFF_PN0_ | clks_count[12]$_DFF_PN0_ | 0.60 | 2 |
| max in group asynchronous | reset_n | clks_count[11]$_DFF_PN0_ | 1.52 | 1 |
| min in group asynchronous | reset_n | clks_count[7]$_DFF_PN0_ | 0.71 | 1 |
No activity file was given, so power comes from the tool's default toggle rates.
