==> flow/design.v <==
`timescale 1ns/1ns
module baud_lut(
	clk,
	reset_n,
	ena,
	baud_set,
	clk_baud);
	input clk;
	input reset_n;
	input ena;
	input [2:0] baud_set;
	output clk_baud;
	reg [19:0] count;
	reg [19:0] Bps_count;
	always @ (baud_set) begin
		case(baud_set)
			3'b000: Bps_count <= 20'd166_666;
			3'b001: Bps_count <= 20'd41_666;
			3'b010: Bps_count <= 20'd20_832;
			3'b011: Bps_count <= 20'd5_207;
			3'b100: Bps_count <= 20'd2_603;
			3'b101: Bps_count <= 20'd433;
			default: Bps_count <= 20'd5_207;
		endcase
	end
	always @ (posedge clk or negedge reset_n) begin
		if(!reset_n)
			count <= 20'd0;  
		else if(count==Bps_count)  
			count <= 20'd0;
		else
			count <= count + 1'b1;
	end
    reg reg_clk_baud;
	always @ (posedge clk or negedge reset_n) begin
		if(!reset_n)
			reg_clk_baud <= 1'b0;
		else if(count==20'd0)
			reg_clk_baud <= 1'b1;
		else if(count==20'd1)
			reg_clk_baud <= 1'b0;
		else
			reg_clk_baud <= reg_clk_baud;			
	end
    assign clk_baud = ena & reg_clk_baud;
endmodule
`timescale 1ns/1ns
module piso_8(
	clk_baud,
	reset_n,
	data_byte,
	data_serial,
    tx_done,
    uart_state);
	input clk_baud;
	input reset_n;
	input [7:0] data_byte;
	output data_serial;
    output tx_done;
    output uart_state;
    reg [3:0] count;
	always @ (posedge clk_baud or negedge reset_n) begin
		if(!reset_n)
			count <= 4'd0;
        else if(count==4'd9)
            count <= 4'd0;
        else 
            count <= count + 1'b1;
	end
    reg reg_serial;
	always @ (*) begin
		case(count)
            4'd0: reg_serial <= 1'b0;  
            4'd1: reg_serial <= data_byte[7];
            4'd2: reg_serial <= data_byte[6];
            4'd3: reg_serial <= data_byte[5];
            4'd4: reg_serial <= data_byte[4];
            4'd5: reg_serial <= data_byte[3];
            4'd6: reg_serial <= data_byte[2];
            4'd7: reg_serial <= data_byte[1];
            4'd8: reg_serial <= data_byte[0];
            4'd9: reg_serial <= 1'b1;  
            default: reg_serial <= 1'b1;
        endcase
	end
    assign tx_done = (count==4'd9) ? 1'b1: 1'b0;
    reg uart_state;
    always @ (posedge clk_baud or negedge reset_n) begin
        if(!reset_n)
            uart_state <= 1'b0;
        else if((count>=4'd0)&&(count<=4'd9))
            uart_state <= 1'b1;
        else 
            uart_state <= 1'b0;
    end
	assign data_serial = reg_serial;
endmodule
module uart_tx(
	clk,
	reset_n,
	tx_en,
	baud_set,
	data_byte,
	tx,
	tx_done,
	uart_state);
	input clk;   
	input reset_n;
	input tx_en;
	input [2:0] baud_set;
	input [7:0] data_byte;
	output tx;
	output tx_done;     
	output uart_state;  
	wire clk_baud;
	baud_lut baud_lut_0(
	.clk(clk),
	.reset_n(reset_n),
    .ena(tx_en),
	.baud_set(baud_set),
	.clk_baud(clk_baud));
    piso_8 uart_piso_8(
	.clk_baud(clk_baud),
	.reset_n(reset_n),
	.data_byte(data_byte),
	.data_serial(tx),
    .tx_done(tx_done),
    .uart_state(uart_state));
endmodule
==> flow/run.sh <==
#!/bin/bash
# OpenROAD 26Q1-2900-gdf79404cd8, Yosys 0.63+post, stock flow scripts
make -C /OpenROAD-flow-scripts/flow DESIGN_CONFIG=/design/flow/config.mk WORK_HOME=/design/flow/orfs finish
==> flow/config.mk <==
export PLATFORM = sky130hd
export DESIGN_NAME = uart_tx
export DESIGN_NICKNAME = uart_tx
export VERILOG_FILES = /design/flow/design.v
export SDC_FILE = /design/flow/constraint.sdc
export NUM_CORES = 4
export LEC_CHECK = 1
export CORE_AREA = 10 10 106 106
export DIE_AREA = 0 0 116 116
==> flow/constraint.sdc <==
current_design uart_tx

set clk_period 3.6
set clk_io_pct 0.2

create_clock -name clk0 -period $clk_period [get_ports {clk}]

set non_clock_inputs [all_inputs -no_clocks]
set_input_delay [expr $clk_period * $clk_io_pct] -clock clk0 $non_clock_inputs
set_output_delay [expr $clk_period * $clk_io_pct] -clock clk0 [all_outputs]
==> results_tabular.tex <==
% Yosys + OpenROAD metrics
\begin{tabular}{lr}
\hline
Metric & Value \\
\hline
\multicolumn{2}{l}{\textbf{Drt}} \\
\quad Total wirelength of the detailed-routed design & 3900 microns \\
\quad \# DRC & 0 \\
\quad Count of inserted antenna diode cells & 0 \\
\quad Number of vias in the routed layout & 1451 \\
\quad Via/cell ratio & 4.67 \\
\quad Initial drt markers & 42 \\
\quad Drt first pass iters & 4 \\
\quad Avg WL per Cell & 12.5 microns \\
\quad Count of antenna-violating nets left after detailed routing & 0 \\
\multicolumn{2}{l}{\textbf{Synthesis}} \\
\quad Synth Area in Simple Gates & 22.7\% \\
\quad Area fraction in mux cells & 2.79\% \\
\quad Flops after synth & 26 \\
\quad Area share of and-or/or-and cells after synthesis & 19.2\% \\
\quad \# Cells Yosys & 194 \\
\quad Sequential element share of the synthesized area & 33.7\% \\
\quad Post-synth EDFFs & 0 \\
\quad Share of the synthesized netlist area taken by xor and xnor gates & 8.62\% \\
\quad Average size of a mapped cell & 9.95 sq um \\
\quad Adder Share, Synth & 1.94\% \\
\quad Yosys Warn Count & 2 \\
\quad Async set-or-reset flop fraction in the synthesized netlist & 100\% \\
\quad Cell taking the most area after synthesis & sky130\_fd\_sc\_hd\_\_dfrtp\_1 \\
\quad Top post-synthesis cells by area & sky130\_fd\_sc\_hd\_\_dfrtp\_1, sky130\_fd\_sc\_hd\_\_xnor2\_1, sky130\_fd\_sc\_hd\_\_a21oi\_2 \\
\quad Synth Flop Type & sky130\_fd\_sc\_hd\_\_dfrtp\_1 \\
\quad Number of instances in the synthesized netlist & 194 \\
\quad Yosys cell types & 58 \\
\quad Cell Area, Synth & 1930 sq um \\
\quad Chip area estimate from yosys synthesis & 1930 sq um \\
\quad Dominant non-sequential cell family after synthesis & simple AND/OR/NAND/NOR gates \\
\quad Max-area cell share & 33.7\% \\
\multicolumn{2}{l}{\textbf{Finish}} \\
\quad Number of fill cells & 927 \\
\quad Final cell area excluding filler cells & 2130 sq um \\
\quad Top cells excl fill/tap & sky130\_fd\_sc\_hd\_\_dfrtp\_1, sky130\_fd\_sc\_hd\_\_nand2\_1, sky130\_fd\_sc\_hd\_\_clkdlybuf4s50\_1 \\
\quad Synthesis-to-finish area growth & 10.3\% \\
\quad Share of post-route cells with drive strength above 1 & 16.3\% \\
\quad Most common logic cell in the routed design & sky130\_fd\_sc\_hd\_\_dfrtp\_1 \\
\multicolumn{2}{l}{\textbf{Floorplanning}} \\
\quad Area inside the core boundary & 8850 sq um \\
\quad Die ar. & 13500 sq um \\
\quad Die boundary width & 116 microns \\
\quad Die extent in y & 116 microns \\
\quad Boundary Pins & 17 \\
\quad Initial core utilization & 21.8\% \\
\quad Site row count & 34 \\
\multicolumn{2}{l}{\textbf{Power}} \\
\quad Largest vdd supply drop & 0.0795 mV \\
\quad Net switching power figure & 0.0967 mW \\
\quad Standby leakage power & 0.745 nW \\
\quad Relative contribution of combinational cells to total power & 11.4\% \\
\quad Cell-internal power & 0.339 mW \\
\quad Portion of total power attributed to the clock network & 34.5\% \\
\quad Sequential cell fraction of total power & 54.0\% \\
\quad Power per standard cell area & 205 nW/um\^{}2 \\
\quad Switching share of power & 22.2\% \\
\multicolumn{2}{l}{\textbf{Final timing}} \\
\quad Unrepaired setup endpoints after global routing & false \\
\quad Final number of max-transition violations & 0 \\
\quad Finish-stage setup viols & 0 \\
\quad Endpoints left unconstrained & 7 \\
\quad Hold violation count in the final report & 0 \\
\quad Final worst clock skew & 0.00522 ns \\
\quad Final period demand of the worst path & 3.02 ns \\
\quad Number of register pins that no clock reaches & 5 \\
\quad Share of the clock period used by the worst path after layout & 83.9\% \\
\quad Actual slew at the worst max-slew pin & 0.650 ns \\
\quad Total negative setup slack & 0 ns \\
\quad Worst slew margin relative to its limit & 56.5\% \\
\quad Highest clock rate & 331 MHz \\
\multicolumn{2}{l}{\textbf{GRT}} \\
\quad Aggregate global routing overflow & 0 \\
\quad Antenna violations before repair & 0 \\
\quad Vias in the first global route & 1389 \\
\quad Largest net degree at the start of global routing & 27 \\
\quad Overall routing resource usage & 6.14\% \\
\quad Global-route wire length before repair & 6850 microns \\
\multicolumn{2}{l}{\textbf{Placed design}} \\
\quad Detailed-placement wirelength estimate & 2960 microns \\
\quad Routability congestion estimate & 0.855 \\
\quad Placed standard-cell area & 2080 sq um \\
\quad Buffers added on ports & 16 \\
\multicolumn{2}{l}{\textbf{Clocking}} \\
\quad Deepest level of the CTS H-tree & 1 \\
\quad Later-pin clock latency in the skew report & 0.26 ns \\
\quad Total of hold buffers inserted after clock tree synthesis & 0 \\
\quad Clock tree from TritonCTS & built \\
\quad Root Buffer & sky130\_fd\_sc\_hd\_\_clkbuf\_8 \\
\quad Number of buffers on the longest clock path & 2 \\
\quad Clock buffers created by TritonCTS & 3 \\
\quad Clock Pin Slew Worst Setup and Hold Paths & 0.07 ns \\
\quad Cts repair resizes & 0 \\
\quad Setup repair bufs after CTS & 0 \\
\multicolumn{2}{l}{\textbf{Critical path}} \\
\quad CP Capture Type & output port \\
\quad Required time of the worst setup path & 2.88 ns \\
\quad Worst r2r src & baud\_lut\_0.count[0]\$\_DFF\_PN0\_ \\
\quad Cell count of the worst reg-to-reg path & 6 \\
\quad Critical path type & in -> out \\
\quad Category of the worst setup path launch point & primary input \\
\quad Setup slack on the worst flop-to-flop path & 1.60 ns \\
\quad Reg2Reg Capture Point & baud\_lut\_0.count[14]\$\_DFF\_PN0\_ \\
\quad Arrival @ worst endpoint & 2.30 ns \\
\quad Maximum fanout encountered on the critical timing path & 1 \\
\multicolumn{2}{l}{\textbf{Flow run}} \\
\quad Number of max-capacitance violations reported & 0 \\
\quad OpenROAD warning count & 27 \\
\multicolumn{2}{l}{\textbf{Outcome}} \\
\quad Outcome & finished clean \\
\multicolumn{2}{l}{\textbf{Hold path}} \\
\quad WHS Endpoint & baud\_lut\_0.count[19]\$\_DFF\_PN0\_ \\
\quad Path category of the worst min-delay check & reg -> reg \\
\quad Number of stages on the worst hold path & 1 \\
\quad Worst Min Path Start & baud\_lut\_0.count[19]\$\_DFF\_PN0\_ \\
\hline
\end{tabular}
final cells by class:
class,instances,area [sq um],share of cell area (%)
multi-input cells,144,1070,50.1
well taps,108,135,6.35
repair buffers,22,205,9.64
flip-flops and latches,26,651,30.6
clock buffers,4,45.0,2.12
inverters,7,26.3,1.23
worst max-delay path by stage:
| stage | slack (ns) | end | start | depth (start not counted) |
|---|---|---|---|---|
| final | 0.58 | tx | data_byte[2] | 5 |
| after CTS | 0.56 | tx | data_byte[2] | 5 |
| after global routing | 0.47 | tx | data_byte[2] | 5 |
routing by layer:
metal	share of wire, %	track usage, %	up-vias
met5	0	0	-
met4	0.74	0.667	0
met3	4.2	1.20	4
met2	46	9.75	22
met1	49	8.77	706
li1	-	-	719
flip-flops by register name, summed over array words and instances, names as in the netlist:
signal,cells
uart_piso_8.uart_state,1
uart_piso_8.count,4
baud_lut_0.reg_clk_baud,1
baud_lut_0.count,20
synth_stat cells, types with 3 or more instances:
| library cell | instances |
|---|---|
| sky130_fd_sc_hd__nand2_1 | 16 |
| sky130_fd_sc_hd__ha_1 | 3 |
| sky130_fd_sc_hd__o21ai_0 | 9 |
| sky130_fd_sc_hd__a21oi_1 | 9 |
| sky130_fd_sc_hd__xnor2_1 | 12 |
| sky130_fd_sc_hd__dfrtp_1 | 26 |
| sky130_fd_sc_hd__inv_1 | 6 |
| sky130_fd_sc_hd__nand3_1 | 8 |
| sky130_fd_sc_hd__buf_6 | 5 |
| sky130_fd_sc_hd__nand4_1 | 3 |
| sky130_fd_sc_hd__a21oi_2 | 10 |
| sky130_fd_sc_hd__nor3_1 | 6 |
| sky130_fd_sc_hd__xor2_1 | 7 |
| sky130_fd_sc_hd__nor4_1 | 5 |
| sky130_fd_sc_hd__nor2_1 | 8 |
| sky130_fd_sc_hd__a22o_1 | 3 |
| sky130_fd_sc_hd__nand2b_1 | 3 |
power by group through the flow:
stage	Clock [mW]	Sequential [mW]	Combinational, mW
4_1_cts	0.156	0.236	0.0506
5_1_grt	0.171	0.236	0.0554
6_report	0.151	0.236	0.0498
worst max-delay path: stages:
cell	delay [ns]
sky130_fd_sc_hd__clkdlybuf4s50_1	0.40
sky130_fd_sc_hd__mux4_2	0.45
sky130_fd_sc_hd__a211oi_1	0.24
sky130_fd_sc_hd__nor2_1	0.07
sky130_fd_sc_hd__clkdlybuf4s50_1	0.42
cells by family after synthesis:
| family | after synthesis |
|---|---|
| AND-OR/OR-AND | 48 |
| XOR/XNOR | 19 |
| adder cells (fa/ha/maj) | 3 |
| buffers and inverters | 24 |
| flip-flops | 26 |
| multiplexers | 4 |
| AND/OR/NAND/NOR | 70 |
per-stage QoR:
stage	total power [mW]	hold slack (ns)	utilization (%)	worst slack, ns	cells
floorplan	0.270	0.424	-	1.43	194
global placement	0.290	0.465	23.6	0.558	307
global route	0.462	0.519	24.1	0.470	311
detailed placement	0.291	0.475	23.6	0.560	307
finish	0.436	0.483	24.1	0.580	311
CTS	0.442	0.485	24.1	0.563	311
Power figures rest on the tool's default switching activity, not on a simulated workload.
