===== /design/flow/run.sh =====
#!/bin/bash
# OpenROAD 26Q1-2900-gdf79404cd8, Yosys 0.63+post, stock flow scripts
make -C /OpenROAD-flow-scripts/flow DESIGN_CONFIG=/design/flow/config.mk WORK_HOME=/design/flow/orfs finish

===== /design/flow/config.mk =====
export PLATFORM = sky130hd
export DESIGN_NAME = piso_4
export DESIGN_NICKNAME = piso_4
export VERILOG_FILES = /design/flow/design.v
export SDC_FILE = /design/flow/constraint.sdc
export NUM_CORES = 4
export LEC_CHECK = 1
export CORE_AREA = 10 10 70 70
export DIE_AREA = 0 0 80 80

===== /design/flow/constraint.sdc =====
current_design piso_4

set clk_period 1.9
set clk_io_pct 0.2

create_clock -name clk0 -period $clk_period [get_ports {clk}]

set non_clock_inputs [all_inputs -no_clocks]
set_input_delay [expr $clk_period * $clk_io_pct] -clock clk0 $non_clock_inputs
set_output_delay [expr $clk_period * $clk_io_pct] -clock clk0 [all_outputs]

===== /design/flow/design.v =====
module piso_4(
    clk,
    reset_n,
	ena,
    din,
    dout);
    input clk;
    input reset_n;
	input ena;
    input [3:0] din;
    output dout;
    reg reg_dout;
	reg [1:0] cnt;
	reg [3:0] reg_data;
    always @ (posedge clk, negedge reset_n) begin
        if(!reset_n) begin
            cnt <= 2'd0;
		end
		else if(cnt==2'd3) begin
			cnt <= 2'd0;
			reg_data <= din;
		end
        else begin
			cnt <= cnt + 2'd1;
        end
    end
	always @ (*) begin
		case(cnt)
			2'd0: reg_dout <= reg_data[0];
			2'd1: reg_dout <= reg_data[1];
			2'd2: reg_dout <= reg_data[2];
			2'd3: reg_dout <= reg_data[3];
		endcase
	end
	assign dout = (ena) ? reg_dout : 0;
endmodule

==> metrics.csv <==
stage,metric,value,unit
status,status,completed,
cts,clock_latency,250,ps
route,via_per_inst,2.29,
place,pre_cts_slack,-32.7,ps
route,drc,0,
critical_path,regToRegSetupSlack,780,ps
final_timing,timing.final.ws_setup,97.6,ps
final_timing,hold_viol,0,
pwr,power.internal,0.237,mW
critical_path,critical_path_buf_inv_count,2,
pwr,p_seq_frac,0.501,
cts,cts_setup_buffers,0,
pwr,ir_drop,96.7,uV
route,wl_met1,212,um
pwr,powerDensity,671,nW/um^2
global_routing,grt_max_degree,5,
place,placed_area,402,um^2
synth,yosysTopAreaCellShare,0.438,
final_timing,finClkSkew,6.77,ps
pwr,comb_power_share,0.057,
final_timing,period_needed,1800,ps
route,routed.top_layer,met4,
synth,ys_cells,19,
route,first_pass_iters,2,
final_timing,worst_pin_slew,184,ps
critical_path,required,1520,ps
flow_run,warning_count,28,
global_routing,grt_pass1_vias,203,
cts,htree_levels,1,
pwr,power_frac_clock,0.442,
floorplanning,fp_util,0.0802,
layout,stdcell_area,434,um^2
synth,ys_seq_frac,0.621,
synth,area_leaders,"edfxtp_1, dfrtp_1, ha_1, a221oi_2, inv_1",
global_routing,grt_first_pass_wirelength,793,um
place,dp_hpwl,372,um
floorplanning,die_x,80,um
critical_path,end_kind,primary output,
critical_path,reg2reg_from,cnt[0],
layout,area_growth,58.4,%
synth,syn_avg_cell_area,14.4,um^2
route,avgRoutedWirePerCell,6.22,um
pwr,p_total,0.291,mW
floorplanning,die_area,6400,um^2
synth,netlist_area,274,um^2
critical_path,rr_endpoint,reg_data[3],
global_routing,gr-usage-all-layers,0.0144,
pwr,power_switching,0.0539,mW
cts,clock-root-buffer,clkbuf_4,
route,insertedDiodeCount,0,
critical_path,path_max_fanout,4,
final_timing,period_used_share,0.949,
route,drtAntennaViolNets,0,
pwr,cellLeakagePower,0.163,nW
floorplanning,ioPinCount,8,
route,met3_length,16,um
place,io_buffers,7,
flow_run,maxCapViolations,0,
final_timing,slew_headroom,0.877,
critical_path,path_delay_family,flip-flops,
critical_path,cp_slowest_cell,dfrtp_1,
critical_path,r2r_cells,2,
final_timing,fmax,555,MHz
route,wl,473,um
final_timing,rsz0062_at_grt,no,
final_timing,slew_viol_final,0,
critical_path,cp.depth,5,
cts,cts_tree,done,
layout,drive_gt1_frac,0.267,
cts,cts_sinks,6,
synth,synth_cell_type_count,9,
synth,yosysTopAreaCell,edfxtp_1,
cts,cts_buffer_depth,2,
critical_path,crit_path_start,cnt[0],
final_timing,setup_viol,0,
route,met2_length,230,um
critical_path,start_kind,flop,
synth,yosys_warnings,1,
synth,ys_chip_area,274,um^2
route,drtIter0Drc,9,
critical_path,worstPathCellList,inv_2 -> ha_2 -> a21oi_1 -> a221oi_2 -> dlygate4sd2_1,
global_routing,grt_antenna_before_repair,0,
synth,synth-seq-cells,6,
pwr,swShare,0.185,
floorplanning,die_h,80,um
synth,syn-instance-count,19,
critical_path,cp.arrival,1420,ps
worst_hold_path,holdCritPathClass,input port to async pin,
place,place_congestion,0.639,
route,dr_total_vias,174,
global_routing,globalRouteOverflowTotal,0,
critical_path,cpPeakStageDelay,410,ps
cts,clk_pin_slew_worst_paths,40,ps
critical_path,endpoint,dout,
floorplanning,rows,21,
floorplanning,core,3420,um^2
layout,lay_top_count,clkdlybuf4s50_1,
critical_path,setup.worst_path.class,flop to primary output,
cts,cts_buffers,3,
layout,final_cell_mix,"clkdlybuf4s50_1, edfxtp_1, inv_1, ha_1, clkbuf_4",
## layer usage
metal  vias up  GRT usage
met5         -          0
met4         0    0.00880
met3         2    0.00455
met2         5     0.0225
met1        81     0.0169
li1         86          -
## cells by family (layout without fill, tap and decap cells)
family	after synthesis	in the layout	synth area share
flip-flops	6	6	0.621
adder cells (fa/ha/maj)	4	4	0.183
buffers and inverters	4	15	0.0548
AND-OR/OR-AND	3	3	0.100
AND/OR/NAND/NOR	2	2	0.0411
## layout make-up
type	count	area, um^2
Clock buffer	4	26.3
Sequential cell	6	170
Multi-Input combinational cell	9	96.3
Tap cell	46	57.6
Inverter	4	15.0
Timing Repair Buffer	7	68.8
Fill cell	390	2980
## metrics by stage
stage,setup TNS (ps),util,hold WS (ps),std cells
6_report,0,0.127,312,76
3_3_place_gp,-47.8,0.118,473,72
2_1_floorplan,0,-,84.4,19
4_1_cts,0,0.126,308,76
5_1_grt,0,0.127,309,76
3_5_place_dp,-32.7,0.118,481,72
## cell usage after synthesis, drive strengths merged
library cell  n
edfxtp        4
ha            4
inv           4
dfrtp         2
a21oi         1
a221oi        1
a22oi         1
and2          1
nor2          1
## power by group through the flow
| stage | clock network, mW | registers [mW] | logic, mW |
|---|---|---|---|
| 4_1_cts | 0.135 | 0.145 | 0.0169 |
| 5_1_grt | 0.139 | 0.146 | 0.0180 |
| 6_report | 0.129 | 0.146 | 0.0165 |
## sequential cells by signal, summed over array words and instances, names as in the netlist
name,cells
reg_data,4
cnt,2
## how the worst min path moves through the flow
stage,start,end,slack [ps],depth (start not counted)
4_1_cts,reset_n,cnt[1],310,1
5_1_grt,reset_n,cnt[1],310,1
6_report,reset_n,cnt[0],310,1
## what timing repair did
item	CTS	global route
gates resized	3	1
endpoints found under the setup margin	1	1
hold buffers	0	0
Power and IR drop assume default switching activity.
